## flow/run.sh

```bash
#!/bin/bash
# OpenROAD 26Q1-2900-gdf79404cd8, Yosys 0.63+post, stock flow scripts
make -C /OpenROAD-flow-scripts/flow DESIGN_CONFIG=/design/flow/config.mk WORK_HOME=/design/flow/orfs finish
```

## flow/config.mk

```make
export PLATFORM = sky130hd
export DESIGN_NAME = barrel_shifter
export DESIGN_NICKNAME = barrel_shifter
export VERILOG_FILES = /design/flow/design.v
export SDC_FILE = /design/flow/constraint.sdc
export NUM_CORES = 4
export LEC_CHECK = 1
export CORE_UTILIZATION = 30
```

## flow/constraint.sdc

```tcl
current_design barrel_shifter

set clk_period 3.6
set clk_io_pct 0.2

create_clock -name clk0 -period $clk_period

set non_clock_inputs [all_inputs -no_clocks]
set_input_delay [expr $clk_period * $clk_io_pct] -clock clk0 $non_clock_inputs
set_output_delay [expr $clk_period * $clk_io_pct] -clock clk0 [all_outputs]
```

## flow/design.v

```verilog
`timescale 1ns / 10ps
module barrel_shifter(
    input  [31:0] data,
    input  [4:0] amt,
    input  dir_lr,  
    output  [31:0] out
);
    wire [31:0] out_right;
    wire [31:0] out_left;
     reg ROTATE_LEFT = 1'b1;
     reg ROTATE_RIGHT = 1'b0;
    barrel_shifter_32_right bsr(.data(data), .amt(amt) , .out(out_right));
    barrel_shifter_32_left bsl(.data(data), .amt(amt) , .out(out_left));
    assign  out = (dir_lr == ROTATE_RIGHT) ? out_left:out_right;
endmodule
module barrel_shifter_32_right(
    input  [31:0] data,
    input  [4:0] amt,
    output  [31:0] out
);
    wire [31:0] s0;
    wire [31:0] s1;    
    wire [31:0] s2;
    wire [31:0] s3;
    assign s0 =  amt[0]? {data[0], data[31:1]} :data ;
    assign s1 =  amt[1]? {s0[1:0], s0[31:2]} :s0 ;
    assign s2 = amt[2]?{s1[3:0], s1[31:4]} :s1;
    assign s3 = amt[3]?{s2[7:0], s2[31:8]} :s2;
    assign out = amt[4]?{s3[15:0], s3[31:16]} :s3;
endmodule
module barrel_shifter_32_left(
    input  [31:0] data,
    input  [4:0] amt,
    output  [31:0] out
);
    wire [31:0] s0;
    wire [31:0] s1;    
    wire [31:0] s2;
    wire [31:0] s3;
    assign s0 =  amt[0]? {data[30:0], data[31]} :data ;
    assign s1 =  amt[1]? {s0[29:0], s0[31:30]} :s0 ;
    assign s2 = amt[2]?{s1[27:0], s1[31:28]} :s1;
    assign s3 = amt[3]?{s2[23:0], s2[31:24]} :s2;
    assign out = amt[4]?{s3[15:0], s3[31:16]} :s3;
endmodule
```

==> impl_summary.log <==
[flow] summary of implementation run
[metrics] share of power burned in registers: 0%
[metrics] total setup violations reported at the end of the flow: 3
[metrics] die outline width: 113.9 um
[metrics] Power Internal: 587.2 uW
[metrics] Ant. Diodes: 0
[metrics] tally of yosys warning messages: 1
[metrics] minimum clock period after layout: 3.635 ns
[metrics] routability congestion estimate from global placement: 1.061
[metrics] violated checks: setup timing
[metrics] data arrival time of the critical path: 2.92 ns
[metrics] pin count of the biggest net entering global routing: 68
[metrics] RSZ-0062 raised after global routing: yes
[metrics] height of the die: 113.9 um
[metrics] netlist area before placement: 0.003759 mm^2
[metrics] GRT overflow: 0
[metrics] Psw: 535.4 uW
[metrics] fraction of power consumed by combinational cells: 100.0%
[metrics] yosys cell count: 449
[metrics] Power Density: 173.0 mW/mm^2
[metrics] DRC violation count after routing: 0
[metrics] Layout Area Growth over Synthesis: 72.64%
[metrics] outcome: complete, but fails checks
[metrics] sequential cell area: 0 um^2
[metrics] fraction of final layout cells with drive strength greater than 1: 58.62%
[metrics] number of port buffers: 70
[metrics] row cnt: 40
[metrics] worst path setup slack after routing: -0.03504 ns
[metrics] placed instance area: 0.005568 mm^2
[metrics] Max-slew headroom: 58.89%
[metrics] via count of the first global-routing pass: 4959
[metrics] average size of a mapped cell: 8.371 um^2
[metrics] number of I/O pins: 70
[metrics] peak per-stage delay on the critical path: 0.47 ns
[metrics] wire length of the first global-routing pass: 30040 um
[metrics] maximum fanout count along the critical path: 5
[metrics] Post-Synthesis Cells: 449
[metrics] largest vdd supply drop: 0.09341 mV
[metrics] maxcap violations: 0
[metrics] sort of element at the start of the critical path: input port
[metrics] CP delay by family, top: buffers and inverters
[metrics] Seq cells: 0
[metrics] post-route clock period utilization: 101.0%
[metrics] type of the tightest min-delay check: input port to primary output
[metrics] Critical Path Slowest Stage Cell: sky130_fd_sc_hd__mux4_2
[metrics] PnR Total Power: 1123 uW
[metrics] sum of routed wire length over all layers: 20210 um
[metrics] Critical Setup Path Class: input port to primary output
[metrics] number of buffers and inverters on the critical path: 3
[metrics] worst hold stages: 6
[metrics] count of clock buffers in the final design: 0
[metrics] Floorplan Utilization: 31.03%
[metrics] final antenna-violating net count: 0
[metrics] hold worst-path end: out[31]
[metrics] Pins Over Slew Limit: 0
[metrics] TritonRoute pass-1 iters: 5
[metrics] clock share of power: 0%
[metrics] critical path, cell by cell: dlygate4sd2_1 > buf_4 > nor2b_1 > a211oi_1 > or4_4 > o41ai_2 > mux4_2 > clkdlybuf4s50_1
[metrics] Post-Route Utilization: 53.57%
[metrics] total negative slack for setup checks: -0.05192 ns
[metrics] finished layout cell area: 0.006489 mm^2
[metrics] highest clock frequency the design can meet: 275.1 MHz
[metrics] DIE AREA: 0.01298 mm^2
[metrics] number of vias after detailed routing: 5153
[metrics] unique cell type count in the Yosys netlist: 43
[metrics] number of DRC violations after detailed-routing iteration 0: 393
[metrics] switching part of the total power: 47.69%
[metrics] Tightest Pin Transition: 0.6167 ns
[metrics] total routing resource utilization after global routing: 31.99%
[metrics] tool warnings: 34
[metrics] Fin. Hold Viols: 0
[metrics] antenna violations before repair: 0
[metrics] Detailed Place HPWL: 15540 um
[metrics] Chip Area, Yosys: 0.003759 mm^2
[metrics] cts-stage hold buffer count: 0
[metrics] data required time at the worst endpoint: 2.88 ns
[metrics] static leakage power: 0.002511 uW
[metrics] mean routed wirelength per cell: 24.71 um
[metrics] origin of the worst min-delay path: amt[0]
[metrics] register share after synthesis: 0%
[metrics] Critical Path End Type: primary output
[metrics] total core area: 0.01211 mm^2
[metrics] detail-routed via count per cell: 6.300
==> tightest hold or removal path, delay by kind of cell <==
kind	cells	cell delay (ns)
simple gates	3	0.31
buf+inv	3	0.57
==> cell usage after synthesis <==
| cell | number | area [um^2] |
|---|---|---|
| sky130_fd_sc_hd__a211oi_1 | 4 | 30.03 |
| sky130_fd_sc_hd__buf_12 | 3 | 60.06 |
| sky130_fd_sc_hd__buf_2 | 8 | 40.04 |
| sky130_fd_sc_hd__buf_4 | 1 | 7.510 |
| sky130_fd_sc_hd__buf_6 | 9 | 101.4 |
| sky130_fd_sc_hd__buf_8 | 3 | 45.04 |
| sky130_fd_sc_hd__clkbuf_1 | 19 | 71.32 |
| sky130_fd_sc_hd__clkbuf_2 | 1 | 5.000 |
| sky130_fd_sc_hd__clkbuf_8 | 4 | 55.05 |
| sky130_fd_sc_hd__clkinv_1 | 1 | 3.750 |
| sky130_fd_sc_hd__inv_2 | 1 | 3.750 |
| sky130_fd_sc_hd__mux2_1 | 1 | 11.26 |
| sky130_fd_sc_hd__mux2_2 | 22 | 247.7 |
| sky130_fd_sc_hd__mux2_4 | 1 | 15.01 |
| sky130_fd_sc_hd__mux2i_1 | 18 | 180.2 |
| sky130_fd_sc_hd__mux4_1 | 14 | 367.9 |
| sky130_fd_sc_hd__mux4_2 | 36 | 810.8 |
| sky130_fd_sc_hd__nand2_1 | 3 | 11.26 |
| sky130_fd_sc_hd__nand2_2 | 1 | 6.260 |
| sky130_fd_sc_hd__nand2b_1 | 2 | 12.51 |
| sky130_fd_sc_hd__nand2b_4 | 1 | 13.76 |
| sky130_fd_sc_hd__nand3_1 | 2 | 10.01 |
| sky130_fd_sc_hd__nand3b_1 | 2 | 15.01 |
| sky130_fd_sc_hd__nor2_1 | 55 | 206.5 |
| sky130_fd_sc_hd__nor2_2 | 5 | 31.28 |
| sky130_fd_sc_hd__nor2b_1 | 5 | 31.28 |
| sky130_fd_sc_hd__nor3_1 | 108 | 540.5 |
| sky130_fd_sc_hd__nor3b_1 | 2 | 15.01 |
| sky130_fd_sc_hd__nor4_1 | 46 | 287.8 |
| sky130_fd_sc_hd__nor4b_1 | 4 | 35.03 |
| sky130_fd_sc_hd__o21ai_0 | 4 | 20.02 |
| sky130_fd_sc_hd__o22ai_1 | 22 | 137.6 |
| sky130_fd_sc_hd__o22ai_2 | 2 | 25.02 |
| sky130_fd_sc_hd__o311ai_0 | 2 | 17.52 |
| sky130_fd_sc_hd__o31ai_1 | 8 | 60.06 |
| sky130_fd_sc_hd__o32ai_1 | 4 | 35.03 |
| sky130_fd_sc_hd__o41ai_1 | 8 | 70.07 |
| sky130_fd_sc_hd__or2_1 | 1 | 6.260 |
| sky130_fd_sc_hd__or2_2 | 1 | 6.260 |
| sky130_fd_sc_hd__or2_4 | 1 | 8.760 |
| sky130_fd_sc_hd__or3_1 | 4 | 25.02 |
| sky130_fd_sc_hd__or3_2 | 2 | 15.01 |
| sky130_fd_sc_hd__or4_1 | 8 | 60.06 |
==> power groups by stage <==
stage | clock (uW) | combinational, uW | sequential (uW)
CTS | 0 | 1040 | 0
global route | 0 | 1180 | 0
finish | 0 | 1120 | 0
==> per-layer routing <==
metal  up-vias  global-route usage (%)  share of wire [%]
li1       2271                       -                  -
met1      2515                   45.22                 41
met2       320                   50.75                 45
met3        47                   6.118                8.9
met4         0                   9.177                4.1
met5         -                       0                  0
==> per-stage QoR <==
stage	setup slack (ns)	hold slack (ns)	std cells
6_report	-0.03504	2.332	818
4_1_cts	-0.02458	2.430	808
3_5_place_dp	-0.5645	2.552	796
3_3_place_gp	-0.5125	2.550	796
5_1_grt	-0.07997	2.399	818
2_1_floorplan	0.5716	1.670	449
==> how the worst max path moves through the flow <==
stage,from,to,depth (start not counted)
CTS,data[5],out[27],8
global route,amt[1],out[18],11
finish,data[11],out[11],8
==> placed cells by master (no fill, tap or decap), drive strengths merged, types with 5 or more instances in the layout <==
master and n:
dlygate4sd2 16, nor3 108, or3 6, buf 180, nor4 46, o22ai 24, clkbuf 14, nor2b 5
nor2 60, dlymetal6s2s 7, clkdlybuf4s15 8, clkdlybuf4s50 23, o41ai 8, mux2i 18, o31ai 8, or4 8
mux2 24, mux4 50
==> timing repair <==
action | in CTS | in global routing
gates resized | 159 | 88
pin swaps | 20 | 20
setup buffers | 9 | 8
gates cloned | 3 | 2
setup endpoints to repair | 32 | 28
==> cell type report <==
cell class	count	area [um^2]
fill	1110	5623
multi-input combinational	400	4004
timing repair buffer	248	2267
tap	168	210.2
inverter	2	7.507
==> cell families after synthesis <==
kind of cell           share of synthesized area (%)
AND-OR/OR-AND                                  10.52
buffers and inverters                          10.45
multiplexers                                   43.44
AND/OR/NAND/NOR                                35.59
Power figures rest on the tool's default switching activity, not on a simulated workload.
